[./config.mk]
export PLATFORM = sky130hd
export DESIGN_NAME = clocker
export DESIGN_NICKNAME = clocker
export VERILOG_FILES = /design/flow/design.v
export SDC_FILE = /design/flow/constraint.sdc
export NUM_CORES = 4
export LEC_CHECK = 1
export CORE_AREA = 10 10 70 70
export DIE_AREA = 0 0 80 80
[./constraint.sdc]
current_design clocker

set clk_period 4.5
set clk_io_pct 0.2

create_clock -name clk0 -period $clk_period [get_ports {clk}]

set non_clock_inputs [all_inputs -no_clocks]
set_input_delay [expr $clk_period * $clk_io_pct] -clock clk0 $non_clock_inputs
set_output_delay [expr $clk_period * $clk_io_pct] -clock clk0 [all_outputs]
[./design.v]
module clocker(input clk, output reg a,b,z);
	reg[12:0] c;
	initial
	begin
		a = 1;
		b = 0;
		z = 0;
		c = 0;
	end
	always @(posedge clk)
	begin
		c = c+1;
		if(c == 2000)
		begin
			z = 1;
			c = 0;
		end
		else
			z = 0;
		case(c[1:0])
			2'b00: begin a = 1; b = 0; end
			2'b01: begin a = 1; b = 1; end
			2'b10: begin a = 1; b = 1; end
			2'b11: begin a = 1; b = 0; end
		endcase
	end
endmodule
[./run.sh]
#!/bin/bash
# OpenROAD 26Q1-2900-gdf79404cd8, Yosys 0.63+post, stock flow scripts
make -C /OpenROAD-flow-scripts/flow DESIGN_CONFIG=/design/flow/config.mk WORK_HOME=/design/flow/orfs finish
==> reports/metrics.yaml <==
status: "finished, final reports clean"
yosys_area_um2: 838.3
tightest_slew_ns: 0.5396
warnings: 26
yosys_warnings: 1
rows: 21
start_kind: "register"
vias_per_cell: 4.364
setup_tns_ns: 0
finalClockSkew_ns: 0.001619
dp_hpwl_um: 1014
clock.fmax_mhz: 438.7
topRoutingLayerUsed: "met4"
clkTransAtPathRegs_ns: 0.09
relSlewSlack: 0.6397
grt_max_degree: 10
regArea_um2: 300.3
io_buffers: 2
totalWireLength_um: 1471
mostFrequentLayoutCells: "dfxtp_1, xnor2_1, nand2_1"
cts_root_buf: "clkbuf_4"
antenna_cells: 0
p_per_area_mw_per_mm2: 229.3
r2r_slack_ns: 2.22
track_usage: 0.04844
gp_congestion: 0.8342
edf_count: 0
overflow: 0
h-tree-depth: 1
wl_met1_um: 747
holdCritPathClass: "reg -> reg"
pin_count: 4
ys_ff: 15
grt_pass1_vias: 607
final_cells: 140
flop_cell: "dfxtp_1"
worstSkewPairLatency_ns: 0.28
yosys_cells: 91
holdBufCountCts: 0
cap_violations: 0
finalCritPeriodShare: 0.5065
ir_drop_v: 0.00006204
drv_slew: 0
yosysSeqAreaShare: 0.3582
area_growth_pct: 8.806
syn_area_um2: 838.3
die_w_um: 80
die_h_um: 80
p_leak_nw: 0.2647
logic_area_um2: 500.5
clock-sinks: 15
cts.path.max_buffers: 2
chip_area_mm2: 0.006400
floorplan.core_util: 0.2454
grt_pass1_wl_um: 2677
dr_wl_met3_um: 61
hold_violations: 0
cts_resized: 0
yosysUniqueCellTypes: 32
setup_ws_ns: 2.221
drcViolationCount: 0
cp_max_fo: 9
n_fill_cell: 362
critPathKind: "reg -> reg"
ant_nets: 0
rsz0062_at_grt: "false"
pre_cts_ws_ns: 2.222
avgSynthCellArea_um2: 9.212
period_minus_slack_ns: 2.279
tritoncts: "yes"
critical_path_required_ns: 4.64
antenna_found_initial: 0
cts_buffers: 3
synthCells: 91
async_flop_share: 0
arrival_ns: 2.42
post_cts_buffers: 0
final_common_cell: "dfxtp_1"
setup_violations: 0
dpl_cell_area_um2: 885.9
via_count: 611
place_inst: 136
met2WireLength_um: 631
worstSetupEndpointType: "register"
initialDrtViolationCount: 48
wire_per_inst_um: 10.51
final_core_util: 0.2670
dr.pass1.iters: 4
final_area_um2: 912.1
post_route_cells_drive_above_1_share: 0.1170
core_area_mm2: 0.003416
-- worst max-delay path: stages, from the launching register on --
cell	delay (ns)
dfxtp_1	0.49
ha_1	0.37
nand3_4	0.16
or3_1	0.39
a31o_1	0.24
nor4_4	0.35
a21oi_1	0.14
-- final timing paths --
check | startpoint | to | cells after the start
min | c[12] | c[12] | 1
min reg2reg | c[12] | c[12] | 1
max | c[0] | c[6] | 6
max reg2reg | c[0] | c[6] | 6
-- cell usage after synthesis (all sizes together), types with 2 or more instances --
master / n / area (um2)
a21boi: 4 / 30.03
a21oi: 8 / 43.79
buf: 3 / 30.03
dfxtp: 15 / 300.3
ha: 2 / 25.02
inv: 2 / 7.510
nand2: 9 / 33.78
nand2b: 2 / 15.02
nand3: 8 / 62.56
nand4: 2 / 12.51
nor2: 7 / 26.28
nor3: 3 / 20.02
nor4: 4 / 40.04
xnor2: 10 / 87.58
xor2: 2 / 17.52
-- sequential cells by signal, summed over array words and instances, names as in the netlist --
signal,cells
b,1
c,13
z,1
-- through the flow --
step	hold slack, ns	total power [mW]
2_1_floorplan	0.4349	0.1363
3_3_place_gp	0.4484	0.1358
3_5_place_dp	0.4498	0.1358
4_1_cts	0.4710	0.2134
5_1_grt	0.5087	0.2173
6_report	0.4659	0.2091
-- metal layers --
| metal | GRT usage | vias to the layer above |
|---|---|---|
| met5 | 0 | - |
| met4 | 0.01232 | 0 |
| met3 | 0.007955 | 2 |
| met2 | 0.07063 | 14 |
| met1 | 0.07197 | 267 |
| li1 | - | 328 |
-- cells by family (layout without fill, tap and decap cells) --
family	Yosys count	in the layout	share of synthesized area
AND-OR/OR-AND	17	17	0.1463
XOR/XNOR	12	12	0.1254
adder cells (fa/ha/maj)	2	2	0.02985
buffers and inverters	5	8	0.04478
flip-flops	15	15	0.3582
other	1	1	0.004473
AND/OR/NAND/NOR	39	39	0.2911
-- cell type report --
type,count,area share
sequential,15,0.3292
tap,46,0.06310
multi-input combinational,71,0.5487
clock buffer,4,0.02881
inverter,2,0.008230
timing repair buffer,2,0.02195
-- power by group --
group,internal [mW],switching [mW],leakage [nW],total [mW]
logic,0,0.0000396,0.129,0.0000397
clock network,0.0344,0.0421,0.0150,0.0765
registers,0.133,0,0.121,0.133
total,0.167,0.0421,0.265,0.209
Power is estimated from default activity; no workload was simulated.
